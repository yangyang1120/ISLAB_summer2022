`design/flow/config.mk`:
```
export PLATFORM = sky130hd
export DESIGN_NAME = FIR
export DESIGN_NICKNAME = FIR
export VERILOG_FILES = /design/flow/design.v
export SDC_FILE = /design/flow/constraint.sdc
export NUM_CORES = 4
export LEC_CHECK = 1
export CORE_UTILIZATION = 50
```
`design/flow/run.sh`:
```
#!/bin/bash
# OpenROAD 26Q1-2900-gdf79404cd8, Yosys 0.63+post, stock flow scripts
make -C /OpenROAD-flow-scripts/flow DESIGN_CONFIG=/design/flow/config.mk WORK_HOME=/design/flow/orfs finish
```
`design/flow/constraint.sdc`:
```
current_design FIR

set clk_period 18.9
set clk_io_pct 0.2

create_clock -name clk0 -period $clk_period [get_ports {clk}]

set non_clock_inputs [all_inputs -no_clocks]
set_input_delay [expr $clk_period * $clk_io_pct] -clock clk0 $non_clock_inputs
set_output_delay [expr $clk_period * $clk_io_pct] -clock clk0 [all_outputs]
```
`design/flow/design.v`:
```
module FIR(Dout, Din, clk, reset);
parameter b0=7;
parameter b1=17;
parameter b2=32;
parameter b3=46;
parameter b4=52;
parameter b5=46;
parameter b6=32;
parameter b7=17;
parameter b8=7;
output	reg [17:0]	Dout;
input 	[7:0] 	Din;
input 		clk, reset;
reg [7:0] temp [0:7];
always@(posedge clk)
begin
	if(reset)
	begin
		temp[0]<=8'd0;
                temp[1]<=8'd0;
                temp[2]<=8'd0;
                temp[3]<=8'd0;
                temp[4]<=8'd0;
                temp[5]<=8'd0;
                temp[6]<=8'd0;
                temp[7]<=8'd0;
	end
	else
	begin
		temp[0]<=Din;
		temp[1]<=temp[0];
                temp[2]<=temp[1];
                temp[3]<=temp[2];
                temp[4]<=temp[3];
                temp[5]<=temp[4];
                temp[6]<=temp[5];
                temp[7]<=temp[6];
	end
end
always@(*)
begin
	if((temp[0]||temp[1]||temp[2]||temp[3]||temp[4]||temp[5]||temp[6]||temp[7])==0)
		Dout=Din*'d7;
	else
		Dout=(Din*b0)+(temp[0]*b1)+(temp[1]*b2)+(temp[2]*b3)+(temp[3]*b4)+(temp[4]*b5)+(temp[5]*b6)+(temp[6]*b7)+(temp[7]*b8);
end
endmodule
```
==> impl_metrics.json <==
{
  "outcome": "complete, no violations",
  "antenna_found_initial": 0,
  "reg_top3": "temp (64)",
  "async_reset_ff_share_pct": 0,
  "worst_setup_path_end_kind": "output port",
  "postSynthCellCount": 908,
  "rsz0062_at_grt": "no",
  "arrival_ns": 11.49,
  "num_vias": 5672,
  "via_per_inst": 4.87,
  "setup-tns-final_ns": 0,
  "crit_slowest_cell": "clkdlybuf4s50_1",
  "dp_hpwl_mm": 15.8,
  "slew_headroom_pct": 53.0,
  "num_antenna_cells": 0,
  "grt_pass1_vias": 5813,
  "postCtsHoldBufs": 0,
  "grtUsageTotal_pct": 23.7,
  "io_buffers": 27,
  "rows": 47,
  "synth_flops": 64,
  "die.size.x_um": 133,
  "drive_above_1_share_pct": 3.39,
  "cts_setup_buffers": 0,
  "cts-buffers-inserted": 9,
  "ir_drop_uv": 96.5,
  "finalCritPeriodShare_pct": 80.8,
  "cpPeakStageDelay_ns": 0.58,
  "setup_viol": 0,
  "initCoreUtil_pct": 51.7,
  "die_y_um": 133,
  "yosysWarningCount": 2,
  "cts_max_level": 3,
  "first_pass_iters": 4,
  "worst_slew_pin_slew_ns": 0.705,
  "drt_iter0_markers": 220,
  "grt_remaining_overflow": 0,
  "hold_viol_final": 0,
  "synth.largest_area_cell": "fa_1",
  "hold_slack_ns": 0.496,
  "ys_seq_share_pct": 14.8,
  "cts_tree": "done",
  "cts_buffer_depth": 2,
  "power_density_nw_per_um2": 89.8,
  "clockRootBuffer": "clkbuf_16",
  "worstSkewPairLatency_ns": 0.34,
  "wl_per_cell_um": 15.8,
  "grt_max_degree": 65,
  "synth_cell_types": 50,
  "cp-start-kind": "input pin",
  "leakagePower_nw": 5.05,
  "syn_to_final_growth_pct": 9.66,
  "routed_wl_mm": 18.4,
  "drc": 0,
  "layout_min_cycle_time_ns": 15.27,
  "dieArea_um2": 17800,
  "crit_type": "in2out",
  "min_path_type": "reg2reg",
  "required_ns": 15.12,
  "ys_cells": 908,
  "yosys_area_um2": 8640,
  "place_congestion": 0.894,
  "cp_common_cell": "fa_1",
  "synth_top_area_share_pct": 29.2,
  "topCellsByArea": "fa_1 (29%), ha_1 (24%), dfxtp_1 (15%), inv_1 (11%), nor2_1 (2.9%)",
  "avgSynthCellArea_um2": 9.52,
  "path_clk_slew_ns": 0.06,
  "ios": 28,
  "edf_count": 0,
  "largest_reg_flops": 64,
  "maxCapViolations": 0,
  "r2r_cells": 1,
  "clock-sinks": 64,
  "flop_cell": "dfxtp_1",
  "top_register": "temp",
  "openroad.warnings": 41,
  "min_path_cells": 2,
  "maxSlewViolCount": 0,
  "netlist_area_um2": 8640,
  "skew_ns": 0.00746,
  "core_um2": 16700,
  "max_freq_mhz": 65.5,
  "path_max_fanout": 4,
  "grt_pass1_wl_mm": 30.0,
  "detail-route-antenna-nets": 0,
  "post_cts_resized": 0
}
==> cells in the mapped netlist (3+ instances only) <==
master and number:
inv_1 244, nand2_1 19, a21oi_1 24, nor2_1 67, dfxtp_1 64, a21o_1 8, nor4_1 9, xnor2_1 22
or2_2 3, nand4_1 4, o21a_1 6, fa_1 126, or2b_1 3, nand2b_1 8, ha_1 164, a31oi_1 3
nor4_2 4, nor3_1 12, o31ai_1 3, nand3_1 8, nor2b_1 38, xor2_1 10, clkbuf_1 5, mux2i_1 3
and3_1 3, o21bai_1 3, o21ai_0 15
==> path summary, 6_finish.rpt <==
check | from | end | slack (ns)
setup reg to reg | temp[0][7]$_SDFF_PP0_ | temp[1][7]$_SDFF_PP0_ | 18.04
hold reg to reg | temp[5][7]$_SDFF_PP0_ | temp[6][7]$_SDFF_PP0_ | 0.50
hold / removal | temp[5][7]$_SDFF_PP0_ | temp[6][7]$_SDFF_PP0_ | 0.50
setup / recovery | Din[2] | Dout[14] | 3.63
==> logic make-up after synthesis <==
kind of cell | synth area share, %
buffers and inverters | 11.2
flip-flops | 14.8
AND-OR/OR-AND | 6.02
multiplexers | 0.956
AND/OR/NAND/NOR | 10.9
XOR/XNOR | 3.24
adder cells (fa/ha/maj) | 52.9
==> placed cells by master, fill, tap and decap left out, types with 4 or more instances in the layout <==
master	n
nor4_2	4
fa_1	126
nor2_1	67
xnor2_1	22
nor3_1	12
clkdlybuf4s50_1	26
nor2b_1	38
o21a_1	6
inv_1	244
nand2b_1	8
ha_1	164
nand4_1	4
nand2_1	19
nand3_1	8
xor2_1	10
clkbuf_16	9
o21ai_0	15
a21o_1	8
dfxtp_1	64
nor4_1	9
a21oi_1	24
==> stage by stage <==
stage	power, mW	setup WS [ns]	utilization (%)	instances	instance area [µm²]
5_1_grt	0.936	3.18	56.7	1164	9480
6_report	0.851	3.63	56.7	1164	9480
2_1_floorplan	0.476	5.23	-	908	8640
4_1_cts	0.860	3.58	56.7	1164	9480
3_5_place_dp	0.672	3.63	54.8	1148	9150
3_3_place_gp	0.674	3.63	54.8	1148	9150
==> report_power, final <==
| group | internal (mW) | total, mW | switching, mW | leakage [nW] |
|---|---|---|---|---|
| Clock | 0.117 | 0.183 | 0.0665 | 0.157 |
| Combinational | 0.277 | 0.525 | 0.248 | 4.38 |
| Sequential | 0.138 | 0.143 | 0.00522 | 0.520 |
==> final cells by class <==
cell class	instances	area, µm²
multi-input cells	591	6400
repair buffers	29	280
inverters	244	916
flip-flops and latches	64	1280
clock buffers	9	225
well taps	220	275
clock inverters	7	103
fillers	1504	7220
==> layer usage <==
layer	share of wire [%]	up-vias	track usage (%)
li1	-	2889	-
met2	45	97	35.1
met3	5.8	14	7.03
met5	0	-	0
met4	1.2	0	2.59
met1	48	2672	37.6
==> critical path: cells and delay by family <==
family                   cells  cell delay, ns
AND-OR/OR-AND                5            1.32
adder cells (fa/ha/maj)     10            4.06
multiplexers                 1            0.17
AND/OR/NAND/NOR              3            0.46
buffers and inverters        7            1.31
XOR/XNOR                     1            0.36
Power and IR drop assume default switching activity.
