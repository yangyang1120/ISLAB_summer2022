==> /design/flow/design.v <==
`timescale 1ns/10ps
module LBP ( clk, reset, gray_addr, gray_req, gray_data, lbp_addr, lbp_write, lbp_data, finish);
input   	clk;
input   	reset;
output reg [5:0] 	gray_addr;
output reg        	gray_req;
input   	[7:0] 	gray_data;
output reg [5:0] 	lbp_addr;
output reg 		lbp_write;
output reg [7:0] 	lbp_data;
output reg 	finish;
parameter IDLE = 3'd0, RDGC = 3'd1, RDGP = 3'd2, WD = 3'd3, FINISH = 3'd4;
reg [2:0] cs,ns;
reg [7:0] gc_data;
reg [2:0] x,y;
wire [2:0] x1,x3,y1,y3;
reg [3:0] cnt;
wire[3:0]cnt_r;
always@(posedge clk or posedge reset)
begin
	if(reset) cs<=IDLE;
	else cs<=ns;
end
always@(*)
begin
	case(cs)
	IDLE:ns=RDGC;
	RDGC:ns=RDGP;
	RDGP:ns=(cnt==8)?WD:RDGP;
	WD:ns=(lbp_addr==6'd54)?FINISH:RDGC;
	FINISH:ns=FINISH;
	default:ns=IDLE;
	endcase
end
always@(posedge clk or posedge reset)
begin
	if(reset) x<=3'd1;  
	else if(ns==WD&&x==3'd6) x<=3'd1;  
	else if(ns==WD) x<=x+3'd1;  
end
always@(posedge clk or posedge reset)
begin
	if(reset) y<=3'd1;
	else if(ns==WD&&x==3'd6) y<=y+1;
	else if(ns==WD) y<=y;
end
always@(posedge clk or posedge reset)
begin
	if(reset) cnt<=4'd0;
	else if(ns==RDGP) cnt<=cnt+4'd1;
	else cnt<=4'd0;
end
assign y1=y-1;
assign y3=y+1;
assign x1=x-1;
assign x3=x+1;
always@(posedge clk or posedge reset)
begin
	if(reset) gray_req<=1'd0;
	else if(ns==RDGC||ns==RDGP) gray_req<=1'd1;
	else gray_req<=1'd0;
end
always@(posedge clk or posedge reset)
begin
	if(reset) gray_addr<=6'd0;
	else if(ns==RDGC) gray_addr<={y,x};  
	else if(ns==RDGP) 
	begin
		case(cnt)
				0:gray_addr<={y1,x1};
                1:gray_addr<={y1,x};
                2:gray_addr<={y1,x3};
                3:gray_addr<={y,x1};
                4:gray_addr<={y,x3};
                5:gray_addr<={y3,x1};
                6:gray_addr<={y3,x};
                7:gray_addr<={y3,x3};
		endcase
	end
end
assign cnt_r=cnt-1;
always@(posedge clk or posedge reset)
begin
        if(reset)begin lbp_data<=8'd0; gc_data<=8'd0;end
        else if(cs==RDGC) gc_data<=gray_data;
        else if(cs==RDGP)
		begin
		if(gray_data>=gc_data)
			lbp_data<=lbp_data+(8'd1<<cnt_r);
		end
	else if(cs==WD) lbp_data<=8'd0;
end
always@(posedge clk or posedge reset)
begin
	if(reset) lbp_addr<=6'd0;
	else if(ns==WD) lbp_addr<={y,x};
end
always@(posedge clk or posedge reset)
begin
	if(reset) lbp_write<=1'd0;
	else if(ns==WD) lbp_write<=1'd1;
	else lbp_write<=1'd0;
end
always@(posedge clk or posedge reset)
begin
	if(reset) finish<=1'd0;
	else if(cs==FINISH) finish<=1'd1;
	else finish<=1'd0;
end
endmodule
==> /design/flow/run.sh <==
#!/bin/bash
# OpenROAD 26Q1-2900-gdf79404cd8, Yosys 0.63+post, stock flow scripts
make -C /OpenROAD-flow-scripts/flow DESIGN_CONFIG=/design/flow/config.mk WORK_HOME=/design/flow/orfs finish
==> /design/flow/config.mk <==
export PLATFORM = sky130hd
export DESIGN_NAME = LBP
export DESIGN_NICKNAME = LBP
export VERILOG_FILES = /design/flow/design.v
export SDC_FILE = /design/flow/constraint.sdc
export NUM_CORES = 4
export LEC_CHECK = 1
export CORE_UTILIZATION = 30
==> /design/flow/constraint.sdc <==
current_design LBP

set clk_period 4.0
set clk_io_pct 0.2

create_clock -name clk0 -period $clk_period [get_ports {clk}]

set non_clock_inputs [all_inputs -no_clocks]
set_input_delay [expr $clk_period * $clk_io_pct] -clock clk0 $non_clock_inputs
set_output_delay [expr $clk_period * $clk_io_pct] -clock clk0 [all_outputs]
==> impl_metrics.toml <==
# implementation run metrics
[floorplan]
dieArea_mm2 = 0.00994
io_pins = 33
dieHeight_um = 99.7
fp_util_pct = 31.0
core_mm2 = 0.00924
die_w_um = 99.7
row_count = 35

[global_route]
grt_max_degree = 47
grt.overflow.total = 0
antenna_found_initial = 0
grtUsageTotal_pct = 12.3
grt_pass1_wl_mm = 9.78
grt_pass1_vias = 2080

[power]
vdd_drop_max_v = 0.000216
p_leak_nw = 1.58
power.density_mw_per_mm2 = 498

[placed_design]
port_buffers = 32
place_ws_ps = 902
dp.cells = 456
hpwlAfterDp_mm = 4.09
place_congestion = 0.883

[setup_path]
endpoint_kind = "flop"
rr_worst_depth = 12
r2r_setup_slack_ps = 840
r2r-end = "lbp_data[6]"
critPathMaxFanout = 11
start_kind = "flop"
rr_startpoint = "cnt[0]"
worstPathRequired_ps = 4190
worst_ep_arrival_time_ps = 3340
critPathKind = "flop to flop"

[run]
timing.max_cap.violations = 0
warning_count = 35

[clocking]
cts_setup_buffers = 0
clock-root-buffer = "clkbuf_8"
cts_max_path_buffers = 2
ctsResizeCount = 0
tritoncts = "yes"
cts.clk_slew.worst_paths_ps = 80
htreeDepth = 2
cts.sinks = 46
holdBufCountCts = 0
cts_buffers = 5
clock.latency.late_pin_ps = 300

[final_timing]
tns_ps = 0
fin_hold_ws_ps = 414
slew_violations = 0
fmax_ghz = 0.317
post-route-min-period_ps = 3160
rsz0062_at_grt = "no"
tightest_slew_ps = 617
layout_setup_ws_ps = 844
slew_headroom_pct = 58.8
setup_viol = 0
finalHoldViolations = 0
fin_crit_sh_pct = 78.9
fin_skew_ps = 6.49

[synth]
ys_cells = 305
async_flop_share_pct = 100
common_cells = "43 x dfrtp_1, 35 x nand2_1, 28 x ha_1, 28 x inv_1, 21 x nor2_1"
syn_area_mm2 = 0.00286
synthTopCellsByArea = "dfrtp_1 38%, ha_1 12%, nand2_1 4.6%, inv_1 3.7%, o21ai_0 3.5%"
ys_warn_count = 1
postSynthSeqShare_pct = 40.3
synth_top_area_share_pct = 37.6
ys_area_mm2 = 0.00286
yosys_most_used_dff = "dfrtp_1"
top_cell = "dfrtp_1"
synth-edff-count = 0
largest_area_cell = "dfrtp_1"
ys_types = 55
syn_inst = 305
postSynthAreaPerCell_um2 = 9.39
ys.flops = 46

[final_layout]
fin_cells = 463
drive_above_1_share_pct = 6.59
syn2layout_area_growth_pct = 19.5
fillers = 910

[route]
firstDrtPassIters = 4
drc_errors = 0
wl_per_cell_um = 12.3
vias_per_cell = 4.76
vias = 2205
drtAntennaViolNets = 0
drt_iter0_drc = 88
wl_mm = 5.69
antenna_cells = 0

[run_status]
status = "completed"

[min_path]
hold_end = "finish"
hp-start = "cs[1]"
min_path_cells = 0
hp-class = "flop to flop"
-- routing by layer --
metal | vias to the layer above | track usage, % | share of wire [%]
li1 | 1133 | - | -
met1 | 1037 | 19.7 | 53
met2 | 30 | 18.7 | 43
met3 | 5 | 1.64 | 3.0
met4 | 0 | 1.36 | 1.3
met5 | - | 0 | 0
-- cells by family after synthesis --
group                      synth area share (%)
muxes                                      4.81
buffers and inverters                      5.29
AOI/OAI and AO/OA                          16.7
and+or+nand+nor                            17.3
adders and majority gates                  12.9
DFF                                        40.3
other                                     0.131
xor gates and xnor gates                   2.45
-- per-stage QoR --
step / util [%] / total power, mW / cell area (µm²)
6_report: 37.0 / 1.71 / 3420
5_1_grt: 37.0 / 1.85 / 3420
2_1_floorplan: - / 1.08 / 2860
4_1_cts: 37.0 / 1.73 / 3420
3_3_place_gp: 35.8 / 1.36 / 3310
3_5_place_dp: 35.8 / 1.36 / 3310
-- how the worst max path moves through the flow --
stage	startpoint	to
after CTS	cnt[0]	lbp_data[6]
after global routing	cnt[0]	lbp_data[6]
final	cnt[0]	lbp_data[6]
-- where the power goes --
group | internal (mW) | total [mW] | switching, mW
clock network | 0.200 | 0.354 | 0.154
logic | 0.369 | 0.642 | 0.273
registers | 0.592 | 0.709 | 0.116
total | 1.16 | 1.71 | 0.544
-- layout by cell type, fill, tap and decap left out, drive strengths merged, types with 4 or more instances in the layout --
cell           count
xnor2              5
mux2i              7
nor2b              9
inv               29
nand3              7
clkbuf             6
nor2              21
ha                28
dfrtp             43
nor3               6
a21oi             11
mux2               6
nand2             35
a211oi             7
a21o               5
clkdlybuf4s50     32
o31ai              4
o21ai             20
-- worst max-delay path, cell delays in order, from the launching register on --
cell      delay [ps]
dfrtp_1          470
inv_1            170
ha_1             380
nor4_1           100
a21oi_1          260
nor2b_1           80
ha_1             210
fa_1             420
a211oi_1         280
o21ai_0          130
a21oi_1          180
mux2i_1           90
mux2_2           260
-- state kept, by name, indices dropped and copies added, names as in the netlist, 3 cells and up --
signal,cells
gc_data,8
lbp_data,8
gray_addr,6
lbp_addr,6
cs,5
cnt,4
x,3
y,3
-- final cells by class --
| type | instances | area (µm²) | area share, % |
|---|---|---|---|
| Multi-Input combinational cell | 219 | 1560 | 45.5 |
| Sequential cell | 46 | 1150 | 33.7 |
| Clock inverter | 1 | 30.0 | 0.877 |
| Inverter | 29 | 109 | 3.18 |
| Tap cell | 129 | 161 | 4.71 |
| Clock buffer | 6 | 82.6 | 2.41 |
| Timing Repair Buffer | 33 | 328 | 9.58 |
Power figures rest on the tool's default switching activity, not on a simulated workload.
