==> design/flow/design.v <==
module fa(
input a,b,ci,
output sum,cout
);
wire s1,c2,c1;
ha ha1 (.a(a),.b(b),.sum(s1),.cout(c1));
ha ha2 (.a(s1),.b(ci),.sum(sum),.cout(c2));
or gate1 (cout,c2,c1);
endmodule
module ha(
input a,b,
output sum,cout
);
xor gate1 (sum,a,b);
and gate2 (cout,a,b);
endmodule
module rca16(sum, c_out, a, b, c_in);
input [15:0] a,b;
input c_in;
output c_out;
output [15:0] sum;
wire c_in4,c_in8,c_in12;
rca4 rca4_0 (.a(a[3:0]),.b(b[3:0]),.cin(c_in),.sum(sum[3:0]),.cout(c_in4));
rca4 rca4_1 (.a(a[7:4]),.b(b[7:4]),.cin(c_in4),.sum(sum[7:4]),.cout(c_in8));
rca4 rca4_2 (.a(a[11:8]),.b(b[11:8]),.cin(c_in8),.sum(sum[11:8]),.cout(c_in12));
rca4 rca4_3 (.a(a[15:12]),.b(b[15:12]),.cin(c_in12),.sum(sum[15:12]),.cout(c_out));
endmodule
module rca4(
input cin,
input [3:0] a,b,
output [3:0] sum,
output cout
);
wire cout0,cout1,cout2;
fa fa0 (.a(a[0]),.b(b[0]),.ci(cin),.cout(cout0),.sum(sum[0]));
fa fa1 (.a(a[1]),.b(b[1]),.ci(cout0),.cout(cout1),.sum(sum[1]));
fa fa2 (.a(a[2]),.b(b[2]),.ci(cout1),.cout(cout2),.sum(sum[2]));
fa fa3 (.a(a[3]),.b(b[3]),.ci(cout2),.cout(cout),.sum(sum[3]));
endmodule
==> design/flow/run.sh <==
#!/bin/bash
# OpenROAD 26Q1-2900-gdf79404cd8, Yosys 0.63+post, stock flow scripts
make -C /OpenROAD-flow-scripts/flow DESIGN_CONFIG=/design/flow/config.mk WORK_HOME=/design/flow/orfs finish
==> design/flow/config.mk <==
export PLATFORM = sky130hd
export DESIGN_NAME = rca16
export DESIGN_NICKNAME = rca16
export VERILOG_FILES = /design/flow/design.v
export SDC_FILE = /design/flow/constraint.sdc
export NUM_CORES = 4
export LEC_CHECK = 1
export CORE_AREA = 10 10 70 70
export DIE_AREA = 0 0 80 80
==> design/flow/constraint.sdc <==
current_design rca16

set clk_period 20.7
set clk_io_pct 0.2

create_clock -name clk0 -period $clk_period

set non_clock_inputs [all_inputs -no_clocks]
set_input_delay [expr $clk_period * $clk_io_pct] -clock clk0 $non_clock_inputs
set_output_delay [expr $clk_period * $clk_io_pct] -clock clk0 [all_outputs]
==> impl_metrics.tcl <==
# place-and-route summary
set metrics [dict create \
    whs_path_depth 5 \
    p_leak_nw 0.339 \
    post-route-util_pct 26.3 \
    setup_tns_ns 0 \
    ant_nets 0 \
    post-route-drc-count 0 \
    core_um2 3420 \
    cts_hold_buffers 0 \
    total_power_w 0.0000257 \
    warning_count 32 \
    finalHoldViolations 0 \
    ys_cells 37 \
    track_usage_pct 4.67 \
    ys_seq_share_pct 0 \
    synth.avg_cell_area_um2 12.4 \
    die.size.y_um 80 \
    worst_setup_path_end_kind "output port" \
    power.density_nw_per_um2 28.6 \
    grt_overflow 0 \
    drt-pass1-iter-count 2 \
    post_cts_buffers 0 \
    rows 21 \
    final.period_utilization_pct 75.4 \
    synthesis.area_um2 459 \
    cts.repair.resized 0 \
    critPathMaxFanout 1 \
    first_iter_violations 4 \
    nFillCells 370 \
    drive_gt1_share_pct 0 \
    finalSetupViolCount 0 \
    worst_pin_slew_ns 0.110 \
    dpl.hpwl_um 1560 \
    synthCells 37 \
    layout_top_cells "50 x clkdlybuf4s50_1, 16 x fa_1, 5 x inv_1" \
    synth_chip_area_um2 459 \
    slew_headroom_pct 92.6 \
    via_count 372 \
    fmax_mhz 64.1 \
    grt_pass1_wl_um 2300 \
    grt.met1_usage_pct 4.71 \
    grt.met3_usage_pct 6.82 \
    busiest_layer "met3" \
    area_growth_pct 95.4 \
    vdd.ir_drop.worst_mv 0.00830 \
    report.final.slew_viol_count 0 \
    viasPerCell 3.18 \
    final_common_cell "clkdlybuf4s50_1" \
    routabilityCongestion 0.852 \
    antenna_found_initial 0 \
    dieArea_um2 6400 \
    port-buffer-count 50 \
    hold_class "in2out" \
    cap_violations 0 \
    antenna_cells 0 \
    fin_crit_ns 15.60 \
    die_width_um 80 \
    whs_ns 9.36 \
    num_io_pins 50 \
    start_kind "primary input" \
    cp.arrival_ns 11.46 \
    grt_max_degree 2 \
    grt_pass1_vias 437 \
    nClkBuffers 0 \
    post_drt_wl_per_cell_um 13.4 \
    grtUsageMet2_pct 5.70 \
    ys_warn_count 0 \
    outcome "completed" \
    fp_util_pct 13.4 \
    rsz0062_at_grt "no" \
    seq_area_um2 0 \
    criticalPathCategory "in2out" \
    synth_cell_types 3 \
    flop-count 0 \
    crit_required_ns 16.56 \
    wl_um 1570 \
]
-- final timing paths --
check,start,to,slack (ns)
setup / recovery,a[0],sum[15],5.10
hold / removal,b[15],c_out,9.36
-- critical path, stage by stage --
cell and delay, ns:
clkdlybuf4s50_1 0.43, fa_1 0.44, fa_1 0.39, fa_1 0.40
fa_1 0.40, fa_1 0.39, fa_1 0.38, fa_1 0.38
fa_1 0.39, fa_1 0.38, fa_1 0.38, fa_1 0.38
fa_1 0.39, fa_1 0.39, fa_1 0.40, fa_1 0.36
inv_1 0.08, fa_1 0.42, inv_1 0.07, clkdlybuf4s50_1 0.46
-- cells by family (layout without fill, tap and decap cells) --
group      after synthesis  after routing  share of synthesized area (%)
fa+ha+maj               16             16                           69.8
buf+inv                 21             55                           30.2
-- cell type report --
type	count	area [um2]	share of cell area, %
Timing Repair Buffer	50	500	55.8
Multi-Input combinational cell	16	320	35.7
Tap cell	46	57.6	6.42
Inverter	5	18.8	2.09
-- layer usage --
| layer | part of all wire [%] | vias up |
|---|---|---|
| met1 | 35 | 164 |
| met4 | 0 | 0 |
| li1 | - | 158 |
| met2 | 28 | 50 |
| met3 | 37 | 0 |
| met5 | 0 | - |
-- through the flow --
stage | std cells | setup slack [ns] | cell area, um2
3_5_place_dp | 117 | 5.07 | 897
5_1_grt | 117 | 4.82 | 897
4_1_cts | 117 | 5.05 | 897
2_1_floorplan | 37 | 6.11 | 459
3_3_place_gp | 117 | 5.08 | 897
6_report | 117 | 5.10 | 897
-- report_power, final --
group          internal [W]  switching [W]  total (W)
registers                 0              0          0
logic             0.0000191     0.00000660  0.0000257
clock network             0              0          0
total             0.0000191     0.00000660  0.0000257
-- cell usage after synthesis --
master | n | area [um2]
buf_4 | 16 | 120
fa_1 | 16 | 320
inv_1 | 5 | 18.8
